--- ./config.mk ---
export PLATFORM = sky130hd
export DESIGN_NAME = DataMemory
export DESIGN_NICKNAME = DataMemory
export VERILOG_FILES = /design/flow/design.v
export SDC_FILE = /design/flow/constraint.sdc
export NUM_CORES = 4
export LEC_CHECK = 1
export CORE_UTILIZATION = 30
export SYNTH_HDL_FRONTEND = slang
export SYNTH_MEMORY_MAX_BITS = 65536
--- ./constraint.sdc ---
current_design DataMemory

set clk_period 13.6
set clk_io_pct 0.2

create_clock -name clk0 -period $clk_period [get_ports {clk}]

set non_clock_inputs [all_inputs -no_clocks]
set_input_delay [expr $clk_period * $clk_io_pct] -clock clk0 $non_clock_inputs
set_output_delay [expr $clk_period * $clk_io_pct] -clock clk0 [all_outputs]
--- ./design.v ---
module DataMemory 
#(	parameter DATA_WIDTH=8,
	parameter MEMORY_DEPTH = 1024
)
(
	input [DATA_WIDTH-1:0] WriteData,
	input [DATA_WIDTH-1:0]  Address,
	input MemWrite,MemRead, clk,
	output  [DATA_WIDTH-1:0]  ReadData
);
	reg [DATA_WIDTH-1:0] ram[MEMORY_DEPTH-1:0];
	wire [DATA_WIDTH-1:0] ReadDataAux;
	always @ (posedge clk)
	begin
		if (MemWrite)
			ram[Address] <= WriteData;
	end
	assign ReadDataAux = ram[Address];
  	assign ReadData = {DATA_WIDTH{MemRead}}& ReadDataAux;
endmodule
--- ./run.sh ---
#!/bin/bash
# OpenROAD 26Q1-2900-gdf79404cd8, Yosys 0.63+post, stock flow scripts
make -C /OpenROAD-flow-scripts/flow DESIGN_CONFIG=/design/flow/config.mk WORK_HOME=/design/flow/orfs finish
==> flow_summary.toml <==
# physical design summary
[run_status]
run_status = "finished clean"

[detailed_routing]
drc_errors = 0
drt.antenna.violating_nets = 0
viasPerCell = 5.070
drt_wl_total_um = 206400
detail_route.wl_per_cell_um = 26.44
via_count = 39570
drt_iter0_drc = 2628
drt_pass1_iterations = 5

[worst_setup_path]
path_delay_family = "buffers and inverters"
critPathMaxFanout = 56
path_class = "in2out"
cp.arrival_ns = 7.57
worstSetupStartpointType = "input pin"
critical_path.cell_chain = "buf_8 -> buf_4 -> buf_4 -> mux4_2 -> mux4_2 -> nor2b_1 -> o31ai_1 -> o211ai_1 -> and4_1 -> clkdlybuf4s50_1"
max_stage_delay_ns = 0.84
crit_required_ns = 10.88
timing.critical_path.buf_inv = 4
path_depth = 10
worstSetupEndpointType = "output pin"
worst_path_max_delay_cell = "sky130_fd_sc_hd__o31ai_1"

[global_routing]
grt_pass1_vias = 43020
grtUsageTotal_pct = 16.45
gr-total-overflow = 0
maximum_number_of_pins_on_one_net_before_global_route_repair = 85
first_pass_grt_wire_length_um = 299500
antenna_found_initial = 2

[final_timing]
timing.final.max_slew_violations = 0
finalSetupViolCount = 0
timing_hold_violations_final = 0
final.setup.tns_ns = 0
fmax_mhz = 97.23
final.hold.worst_slack_ns = 2.324
tightest_pin_transition_ns = 1.126
rsz0062_at_grt = "no"
min_period_ns = 10.29
max_slew_headroom_pct = 24.63
final_worst_path_cycle_share_pct = 75.63
fin_worst_setup_slack_ns = 3.315

[clocking]
cts.reportedPaths.clkPinSlew_ns = 0.06
htree_levels = 4
tritoncts = "done"
cts.sink_count = 2048
cts_hold_buffers = 0
tritoncts.num_buffers = 202
post-cts-setup-buffer-count = 0
cts-root-to-sink-buffers = 3
root_buffer = "sky130_fd_sc_hd__clkbuf_16"
cts_resized = 0

[yosys]
synth_xor_xnor_area_share_pct = 0
synth_simple_gate_area_share_pct = 3.096
synth-compound-area-share_pct = 3.336
syn_avg_cell_area_um2 = 20.37
synthesis.yosys.warnings = 0
mappedNetlistArea_um2 = 79970
synth.comb.largest_family = "multiplexers"
numSynthFlops = 2048
synth-area-yosys_um2 = 79970
fa_ha_area_share_pct = 0
seq_area_frac_synth_pct = 76.90
synthMuxAreaShare_pct = 15.01
count_of_different_cell_masters_after_synthesis = 58
post_synth_tally_of_flip_flops_with_integrated_enable = 2048
synth_top_flop_cell = "sky130_fd_sc_hd__edfxtp_1"
synth-cells-yosys = 3926
synthesis.instances = 3926
postSynth.asyncResetShare_pct = 0

[floorplan]
fp.dieW_um = 518.3
dieHeight_um = 518.3
floorplan.die_area_um2 = 268600
fp_util_pct = 30.17
placementRows = 189
ioPinCount = 27
core_area_um2 = 265100

[layout]
largest_reg_flops = 2048
finish.instance_area_um2 = 91410
fill_cells = 24150
regMostFlops = "ram"
area_delta_synth_final_pct = 14.31
postLayoutCoreUtil_pct = 34.48
reg_top3 = "ram x2048"
final_cell_mix = "sky130_fd_sc_hd__edfxtp_1 (2,048), sky130_fd_sc_hd__mux4_2 (391), sky130_fd_sc_hd__nor2_1 (276)"
layout_top_cell = "sky130_fd_sc_hd__edfxtp_1"
layout_cells_sized_above_1_pct = 22.18

[placement]
place_worst_setup_slack_ns = 3.461
detailed_place.area_um2 = 84840
dp.final_hpwl_um = 127100
number_of_buffers_inserted_by_port_buffering = 26
gpl.final_weighted_congestion = 0.9253

[power]
power.ir.vdd_worst_mv = 0.1318
power.density_cell_area_nw_per_um2 = 143.5
power.leakage_nw = 28.30

[flow_run]
openroad.warnings = 26
maxCapViolCount = 0

[hold_path]
worst_hold_path_type = "in2reg"
min_path_cells = 1
power breakdown:
| group | internal (mW) | switching [mW] |
|---|---|---|
| registers | 6.96 | 0.00275 |
| clock network | 3.12 | 2.39 |
| logic | 0.207 | 0.432 |
| total | 10.3 | 2.83 |
metal layers:
layer,global-route usage [%],vias up,wire length (um)
li1,-,16630,-
met1,18.58,20150,68960
met2,24.30,2403,94860
met3,12.49,371,34370
met4,4.922,7,7732
met5,1.191,-,447
per-stage QoR:
step | std cells | power (mW)
floorplan | 3926 | 7.435
global placement | 7434 | 7.733
detailed placement | 7434 | 7.737
CTS | 7802 | 13.21
global route | 7802 | 13.48
finish | 7804 | 13.12
kinds of logic after synthesis:
kind of cell           count (synthesis)
flip-flops                          2048
AND/OR/NAND/NOR                      548
multiplexers                         704
buffers and inverters                239
AND-OR/OR-AND                        387
path summary, 6_finish.rpt:
| path | from | end | slack, ns |
|---|---|---|---|
| worst max-delay path | Address[1] | ReadData[5] | 3.31 |
| worst min-delay path | WriteData[0] | ram[83][0] | 2.32 |
Yosys cell counts (all sizes together) (24+ instances only):
cell	instances	area, um^2
a21oi	40	200.2
a22oi	101	763.2
and3	24	150.1
buf	163	1042
clkbuf	71	266.5
edfxtp	2048	61500
mux2	50	563.0
mux2i	263	2633
mux4	391	8806
nand2	93	349.1
nand3	52	260.3
nor2	281	1060
o21ai	59	295.3
o22ai	63	394.1
final cells by class:
| class | count | area [um^2] | share of cell area [%] |
|---|---|---|---|
| clock buffers | 238 | 5190 | 5.677 |
| flip-flops and latches | 2048 | 61500 | 67.28 |
| diodes | 2 | 5.005 | 0.005475 |
| clock inverters | 130 | 1380 | 1.510 |
| multi-input cells | 1639 | 17190 | 18.80 |
| well taps | 3533 | 4420 | 4.836 |
| inverters | 5 | 18.77 | 0.02053 |
| repair buffers | 209 | 1715 | 1.877 |
Power figures rest on the tool's default switching activity, not on a simulated workload.
